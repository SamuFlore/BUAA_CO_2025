==> design/flow/design.v <==
`timescale 1ns / 1ps
module note_recorder(
	input clk,
	input reset,
	input [2:0] note_in,
	input [1:0] op,
	input [6:0] query,
	output reg [2:0] note_out,
	output reg [7:0] count
    );
	 integer i;
	 reg [2:0] notes [0:127];
	 reg [7:0] tmp_cnt;
	 initial begin
		note_out <= 0;
		count <= 0;
		tmp_cnt <= 0;
		for (i = 0; i <= 127; i = i + 1) begin
			notes[i] <= 3'd0;
		end
	 end
	 always@(posedge clk) begin
		if (reset == 1) begin
			note_out <= 0;
			count <= 0;
			tmp_cnt <= 0;
			for (i = 0; i <= 127; i = i + 1) begin
				notes[i] <= 3'd0;
			end
		end
		else begin
			case (op)
				2'b00: begin
					for (i = 0; i <= 126; i = i + 1) begin
						notes[i] <= notes[i + 1];
					end
					notes[127] <= note_in;
					count <= count;
					note_out <= note_out;
				end
				2'b01: begin
					note_out <= notes[query];
					count <= count;
				end
				2'b11: begin
					count <= tmp_cnt;
					note_out <= note_out;
				end
				2'b10: begin
					count <= count;
					note_out <= note_out;
				end
			endcase
		end
	 end
	always@(*) begin
		tmp_cnt = 0;
		for (i = 0; i <= 127; i = i + 1) begin
			if (notes[i] == query[2:0]) tmp_cnt = tmp_cnt + 1;
		end
	end
endmodule
==> design/flow/run.sh <==
#!/bin/bash
# OpenROAD 26Q1-2900-gdf79404cd8, Yosys 0.63+post, stock flow scripts
make -C /OpenROAD-flow-scripts/flow DESIGN_CONFIG=/design/flow/config.mk WORK_HOME=/design/flow/orfs finish
==> design/flow/config.mk <==
export PLATFORM = sky130hd
export DESIGN_NAME = note_recorder
export DESIGN_NICKNAME = note_recorder
export VERILOG_FILES = /design/flow/design.v
export SDC_FILE = /design/flow/constraint.sdc
export NUM_CORES = 4
export LEC_CHECK = 1
export CORE_UTILIZATION = 40
==> design/flow/constraint.sdc <==
current_design note_recorder

set clk_period 30.0
set clk_io_pct 0.2

create_clock -name clk0 -period $clk_period [get_ports {clk}]

set non_clock_inputs [all_inputs -no_clocks]
set_input_delay [expr $clk_period * $clk_io_pct] -clock clk0 $non_clock_inputs
set_output_delay [expr $clk_period * $clk_io_pct] -clock clk0 [all_outputs]
==> job_summary.md <==
### Metrics collected by this job

| Metric | Value |
|---|---|
| # rows | 74 |
| Max layer used | met4 |
| CTS tree | yes |
| Max-cap violations | 0 |
| IO Pins | 25 |
| Clock Tree Root | clkbuf_16 |
| DRC violation total after the first TritonRoute iteration | 1,631 |
| Initial Util | about two fifths |
| Final Non-Filler Cells | ~2,700 |
| Pwr dens | roughly 60 nW/um^2 |
| Slew @ Worst Pin | ~880 ps |
| Via count | 15,880 |
| DP HPWL | between 30,000 and 40,000 um |
| Synth unique cells | approximately 65 |
| Routed Antenna Nets | 0 |
| Peak supply drop | 0.04545 mV |
| Initial antenna violation count | 0 |
| Post-synthesis instance area | ~17,000 um^2 |
| Dominant cell area share | 46.25% |
| Final hold viol count | 0 |
| Seq/Total Area, Yosys | 46.25% |
| Critical path buffer and inverter count | 4 |
| Startpoint type of the worst setup path | input port |
| Most used cell, CP | buf_4 |
| Worst R2R Start | notes[92][0]$_SDFFE_PP0N_ |
| Drt drc | 0 |
| Yosys Instances | between 2,000 and 2,500 |
| Crit. path cell count | 7 |
| Vias per std cell | slightly below 6 |
| Number of port buffers | 16 |
| WL per Instance | 21.03 um |
| Worst R2R Setup Slack | between 20,000 and 30,000 ps |
| R2r endpoint | note_out[0]$_SDFFE_PP0N_ |
| Final Core Density | 45.07% |
| Critical Path End Type | register |
| Fillers | 3,957 |
| GRT Total Usage | roughly 28% |
| WL met2 | roughly 24,000 um |
| Arrival time at the worst endpoint | approximately 9200 ps |
| H-tree levels | 2 |
| Setup violations, final | 0 |
| Setup repair bufs after CTS | 0 |
| Iteration tally of the first detailed-router pass | 6 |
| Met3 WL | between 5000 and 6000 um |
| Synth area leaders | dfxtp_1 46%, nand2_1 18%, a21oi_1 12%, a22oi_1 3.6%, clkbuf_1 3.3% |
| Log Warnings | 31 |
| Layout cells sized above 1 | under 10% |
| Antenna cell count | 0 |
| WL met1 | about 24,000 um |
| Syn Area/Cell | between 7 and 8 um^2 |
| Number of placed cells counting well taps | 2,623 |
| Latency at later pin | 570 ps |
| Post-synth EDFFs | 0 |
| Setup crit end | notes[5][2]$_SDFFE_PP0N_ |
| Reg2Reg Depth | 6 |
| Routed wire length | ~57,000 um |
| Hold Path Cell Cnt | 2 |
| Fmax | 0.1145 GHz |
| Die Y | between 200 and 250 um |
| Largest net degree at the start of global routing | approximately 170 |
| CTS Sinks | 387 |
| Gr ovfl total | 0 |
| Clock skew | roughly 14 ps |
| GP Congestion | between 0.9 and 1 |
| Die extent in x | 206.6 um |
| Asr flop ratio synth | 0% |
| Cycle use final | just under 30% |
| Crit path kind | input port to register |
| YS chip area | between 15,000 and 20,000 um^2 |
| Clock Path Buffers | 3 |
| Logic area | around 8200 um^2 |
| Worst-path cell chain | clkdlybuf4s50_1, nor2_4, buf_12, buf_4, buf_4, nand2_1, a21oi_1 |
| Critical Path RT | between 30,000 and 40,000 ps |
| Setup crit start | op[1] |
| Crit-path leading delay family | buffers and inverters |
| Vias in the first global route | roughly 15,000 |
| # hold bufs at CTS | 0 |
| Pins Over Slew Limit | 0 |
| Total negative slack | 0 ps |
| Synth area leader | dfxtp_1 |
| Crit path time final | 8733 ps |
| Number of gates resized after CTS | 0 |
| CP max FO | approximately 170 |
| Outcome | complete, no violations |
| Die area | between 40,000 and 50,000 um^2 |
| Slew headroom | around 41% |
| Synth flops | approximately 390 |
| First-pass GRT wire length | about 87,000 um |
| Highest-count logic cell in the final layout | nand2_1 |
| Leakage | approximately 5.6 nW |
| Area growth syn-to-layout | 10.61% |
| Hold crit path type | register to register |
| Number of buffers created by CTS | 41 |
| Crit-path max cell delay | a little under 800 ps |
| RSZ-0062 raised after global routing | no |
| Clk slew on worst S/H paths | about 60 ps |
| Post-synthesis cell count | 2,231 |
| Ys flop type | dfxtp_1 |
| Top Layout Cells | 802 x nand2_1, 412 x a21oi_1, 387 x dfxtp_1 |
| YS warnings | 18 |
| Register area | ~7700 um^2 |
| Worst path slowest cell | buf_4 |
| Placeable Area | ~41,000 um^2 |
| Hold Crit Start | notes[55][0]$_SDFFE_PP0N_ |
[power breakdown]
group / total (mW) / switching (mW) / internal, mW
Combinational: 0.0593 / 0.0492 / 0.0101
Sequential: 0.515 / 0.000657 / 0.514
Clock: 0.519 / 0.210 / 0.309
Total: 1.09 / 0.260 / 0.834
[cells by family (layout without fill, tap and decap cells)]
family / Yosys count / in the layout / share of synthesized area [%]
buffers and inverters: 212 / 138 / 5.662
and+or+nand+nor: 977 / 977 / 24.55
AOI/OAI and AO/OA: 645 / 645 / 22.92
DFF: 387 / 387 / 46.25
muxes: 9 / 9 / 0.5976
other: 1 / 8 / 0.02239
[how the worst min path moves through the flow]
stage / to
4_1_cts: notes[101][0]$_SDFFE_PP0N_
6_report: notes[54][0]$_SDFFE_PP0N_
5_1_grt: notes[101][0]$_SDFFE_PP0N_
[state kept, by name, indices dropped and copies added (netlist names)]
register and flops:
notes 384, note_out 3
[per-layer routing]
metal	vias up	GRT usage, %
li1	7495	-
met1	7456	40.81
met2	796	39.14
met3	135	8.418
met4	0	10.08
met5	-	0
[Yosys cell counts, types with 12 or more instances]
cell / instances
a21oi_1: 412
a222oi_1: 13
o22ai_1: 20
buf_4: 17
buf_2: 29
a221oi_1: 12
a31oi_1: 20
nand3_1: 48
a22oi_1: 81
dfxtp_1: 387
nand4_1: 17
o21ai_0: 18
nand2_1: 802
nor2_1: 23
clkbuf_1: 148
a22o_1: 27
[stage by stage]
stage | setup slack [ps] | instance area (um^2) | hold WS [ps] | power (mW)
CTS | 21410 | 18530 | 460.3 | 1.100
global route | 21120 | 18530 | 474.0 | 1.126
finish | 21270 | 18530 | 456.9 | 1.094
detailed placement | 20840 | 17140 | 455.3 | 0.5838
global placement | 20910 | 17140 | 452.8 | 0.5836
floorplan | 22210 | 16780 | 433.4 | 0.5640
[worst reg2reg max path, stage by stage, from the launching register on]
cell and delay, ps:
dfxtp_1 320, a22o_1 200, a221oi_1 450, o22ai_1 180, nor4_1 380, nand3_1 140
o21ba_1 180
[final cells by class]
type | count | share of cell area, %
flip-flops and latches | 387 | 41.82
inverters | 5 | 0.1013
well taps | 532 | 3.593
multi-input cells | 1639 | 44.23
clock inverters | 10 | 0.6280
clock buffers | 63 | 6.861
repair buffers | 60 | 2.769
No activity file was given, so power comes from the tool's default toggle rates.
