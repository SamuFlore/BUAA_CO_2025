==> design/flow/constraint.sdc <==
current_design TC

set clk_period 9.8
set clk_io_pct 0.2

create_clock -name clk0 -period $clk_period [get_ports {clk}]

set non_clock_inputs [all_inputs -no_clocks]
set_input_delay [expr $clk_period * $clk_io_pct] -clock clk0 $non_clock_inputs
set_output_delay [expr $clk_period * $clk_io_pct] -clock clk0 [all_outputs]
==> design/flow/run.sh <==
#!/bin/bash
# OpenROAD 26Q1-2900-gdf79404cd8, Yosys 0.63+post, stock flow scripts
make -C /OpenROAD-flow-scripts/flow DESIGN_CONFIG=/design/flow/config.mk WORK_HOME=/design/flow/orfs finish
==> design/flow/config.mk <==
export PLATFORM = sky130hd
export DESIGN_NAME = TC
export DESIGN_NICKNAME = TC
export VERILOG_FILES = /design/flow/design.v
export SDC_FILE = /design/flow/constraint.sdc
export NUM_CORES = 4
export LEC_CHECK = 1
export CORE_UTILIZATION = 40
==> design/flow/design.v <==
`timescale 1ns / 1ps
module TC(
    input wire clk,
    input wire reset,
    input wire [31:2] Addr,
    input wire WE,
    input wire [31:0] Din,
    output wire [31:0] Dout,
    output wire IRQ
    );
	reg [1:0] state;
	reg [31:0] mem [2:0];
	reg _IRQ;
	assign IRQ = mem[0][3] & _IRQ;
	assign Dout = mem[Addr[3:2]];
	wire [31:0] load = Addr[3:2] == 0 ? {28'h0, Din[3:0]} : Din;
	integer i;
	always @(posedge clk) begin
		if(reset) begin
			state <= 0; 
			for(i = 0; i < 3; i = i+1) mem[i] <= 0;
			_IRQ <= 0;
		end
		else if(WE) begin
			mem[Addr[3:2]] <= load;
		end
		else begin
			case(state)
				2'b00 : if(mem[0][0]) begin
					state <= 2'b01;
					_IRQ <= 1'b0;
				end
				2'b01 : begin
					mem[2] <= mem[1];
					state <= 2'b10;
				end
				2'b10  : 
					if(mem[0][0]) begin
						if(mem[2] > 1) mem[2] <= mem[2]-1;
						else begin
							mem[2] <= 0;
							state <= 2'b11;
							_IRQ <= 1'b1;
						end
					end
					else state <= 2'b00;
				default : begin
					if(mem[0][2:1] == 2'b00) mem[0][0] <= 1'b0;
					else _IRQ <= 1'b0;
					state <= 2'b00;
				end
			endcase
		end
	end
endmodule
==> flow_summary.json <==
{
  "die-area_sq_um": 17500,
  "min_to": "state[3]",
  "edf_count": 128,
  "r2r_end": "mem[2][27]",
  "yosysWarnings": 1,
  "synthMostInstantiatedCell": "edfxtp_1",
  "dr.pass1.iters": 4,
  "cts_tree": "done",
  "cp_max_fo": 37,
  "wirelength_um": 18200,
  "min_path_cells": 2,
  "synthArstFlopShare": 0,
  "p_per_area_nw_per_um2": 169,
  "diodes": 0,
  "flop_cell": "edfxtp_1",
  "cts_buffer_depth": 2,
  "critical_path_arrival_ns": 3.72,
  "worstSetupPathType": "in -> out",
  "max_freq_ghz": 0.176,
  "fin_skew_ns": 0.00866,
  "clk_latency_ns": 0.42,
  "ys_cells": 552,
  "cts_setup_buffers": 0,
  "holdCritStartpoint": "state[3]",
  "ant_nets": 0,
  "rsz0062_at_grt": "no",
  "grt_first_pass_wirelength_um": 28600,
  "drt-wirelength-per-cell_um": 20.7,
  "holdCritPathClass": "reg -> reg",
  "pre_cts_ws_ns": 4.08,
  "ctsResizeCount": 0,
  "syn_inst": 552,
  "crit_path_end_kind": "output pin",
  "synth.cells.most_frequent": "edfxtp_1 (128), nor2_1 (81), nand2_1 (43)",
  "yosys_area_sq_um": 6800,
  "tightest_slew_ns": 0.975,
  "p_leak_nw": 3.10,
  "outcome": "finished clean",
  "path_clk_slew_ns": 0.06,
  "area_growth_pct": 23.9,
  "reg2reg_from": "mem[2][16]",
  "core_sq_um": 16600,
  "rows": 47,
  "die_h_um": 132,
  "vias": 4936,
  "syn_area_sq_um": 6800,
  "dp_hpwl_um": 11000,
  "top_area_cell": "edfxtp_1",
  "hold_buffers": 0,
  "setup_viol": 0,
  "drt_iter0_drc": 332,
  "max_cap_viol_count": 0,
  "io_pins": 98,
  "relSlewSlack": 0.348,
  "fp.dieW_um": 132,
  "vdd_drop_max_uv": 127,
  "via_per_inst": 5.61,
  "avgSynthCellArea_sq_um": 12.3,
  "post-route-period-util": 0.580,
  "core_util_floorplan": 0.410,
  "place_congestion": 0.834,
  "required_ns": 7.84,
  "grt_antenna_before_repair": 0,
  "tool_warnings": 54,
  "slew_viol_final": 0,
  "grt_pass1_vias": 5172,
  "fin_tns_setup_ns": 0,
  "cts.sinks": 133,
  "hold_viol": 0,
  "root_buffer": "clkbuf_16",
  "grt_max_degree": 40,
  "synth_seq_share": 0.580,
  "top_cells_by_area": "edfxtp_1 (57%), mux4_2 (11%), nor2_1 (4.5%)",
  "drc": 0,
  "h-tree-depth": 4,
  "startpoint_type": "input pin",
  "cts_buffers": 17,
  "grt.overflow.total": 0,
  "synth_cell_types": 54,
  "grt_util_all_layers": 0.232,
  "drive_above_1_share": 0.156,
  "io_buffers": 69,
  "synth_flop_count": 133,
  "rr_worst_depth": 6,
  "period_needed_ns": 5.68,
  "layout_setup_ws_ns": 4.12,
  "reg2reg_slack_ns": 6.95,
  "synth_top_area_share": 0.566
}
-- worst max-delay path by stage --
stage       start       end  slack (ns)  depth (start not counted)
6_report  Addr[2]  Dout[26]        4.12                          4
5_1_grt   Addr[2]  Dout[26]        3.98                          4
4_1_cts   Addr[2]  Dout[14]        4.07                          4
-- power by group --
group	switching (W)	internal (W)
Combinational	0.0000772	0.0000813
Sequential	0.0000187	0.000659
Clock	0.000236	0.000352
Total	0.000332	0.00109
-- layout by cell type, fill, tap and decap left out, types with 2 or more instances in the layout --
cell type,instances
a21oi_1,20
a221oi_1,9
a31oi_1,2
a32o_1,2
and2_1,14
and3_1,12
and4_1,2
buf_2,2
buf_4,17
clkbuf_16,17
clkdlybuf4s50_1,67
clkinv_2,7
clkinv_4,2
clkinvlp_4,4
conb_1,28
dfxtp_1,5
edfxtp_1,128
ha_1,2
inv_1,8
mux4_2,32
nand2_1,43
nand2b_1,3
nand3_1,30
nand4_1,4
nor2_1,81
nor3_1,23
nor4_1,11
nor4_2,6
o211ai_1,3
o21ai_0,3
o21ai_1,2
o31ai_1,2
or2_2,5
or3_1,6
or4_1,6
xnor2_1,8
xor2_1,19
-- final cells by class --
cell class	instances	area (sq um)
clock buffers	18	439
clock inverters	14	113
fillers	1418	8160
inverters	8	30.0
multi-input cells	401	2810
flip-flops and latches	133	3940
well taps	220	275
repair buffers	86	808
-- per-layer routing --
layer | up-vias | wire (um) | global-route usage
met5 | - | 0 | 0.00556
met4 | 0 | 112 | 0.0198
met3 | 11 | 1920 | 0.107
met2 | 249 | 8550 | 0.346
met1 | 2405 | 7600 | 0.347
li1 | 2271 | - | -
-- state kept, by name (all words and copies together) (netlist names) --
| register | cells |
|---|---|
| mem | 128 |
| state | 4 |
| _IRQ | 1 |
-- through the flow --
step | std cells | util | power, W | hold slack (ns) | cell area (sq um)
finish | 880 | 0.508 | 0.00142 | 0.446 | 8420
detailed placement | 848 | 0.474 | 0.000847 | 0.441 | 7870
global route | 880 | 0.508 | 0.00147 | 0.479 | 8420
CTS | 880 | 0.508 | 0.00143 | 0.450 | 8420
floorplan | 579 | - | 0.000769 | 0.423 | 6900
global placement | 848 | 0.474 | 0.000845 | 0.436 | 7870
-- kinds of logic after synthesis --
family | after synthesis | synth area share
compound gates | 58 | 0.0602
xor+xnor | 27 | 0.0348
fa+ha+maj | 2 | 0.00368
buf+inv | 45 | 0.0261
flops | 133 | 0.580
mux | 33 | 0.108
other cells | 1 | 0.000552
simple gates | 253 | 0.187
-- critical path, stage by stage --
cell and delay (ns):
buf_2 0.07, buf_4 0.61, mux4_2 0.64, clkdlybuf4s50_1 0.43
Power figures rest on the tool's default switching activity, not on a simulated workload.
