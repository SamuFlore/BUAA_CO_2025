==> flow/design.v <==
`timescale 1ns / 1ps
`default_nettype none
module Controller(
	input wire [5:0] opcode,
	input wire [5:0] funct,
	output wire [1:0] NPC_sel,
	output wire [5:0] ALU_sel,
	output wire GRF_enable,
	output wire EXT_type,
	output wire ALU_IB_sel,
	output wire GRF_A3_sel,
	output wire DM_enable,
	output wire DM_to_GRF_sel,
	output wire PC_plus4_to_GRF_sel,
	output wire reg_31_sel,
	output wire [1:0] store_type,
	output wire [1:0] load_type
    );
	 parameter ADD = 6'b000000,
				  SUB = 6'b000001,
				  ORI = 6'b000010,
				  SW  = 6'b000011,
				  SH  = 6'b000100,
				  SB  = 6'b000101,
				  LW  = 6'b000110,
				  LH  = 6'b000111,
				  LB  = 6'b001000,
				  AND = 6'b001001,
				  OR  = 6'b001010,
				  J   = 6'b001011,
				  JAL = 6'b001100,
				  JALR= 6'b001101,
				  JR  = 6'b001110,
				  BEQ = 6'b001111,
				  BNE = 6'b010000,
				  ADDI= 6'b010001,
				  LUI = 6'b010010,
				  SLL = 6'b010011;
	wire _add,
		  _sub,
		  _ori,
		  _sw,
		  _sh,
		  _sb,
		  _lw,
		  _lh,
		  _lb,
		  _and,
		  _or,
		  _j,
		  _jal,
		  _jalr,
		  _jr,
		  _beq,
		  _bne,
		  _addi,
		  _lui,
		  _sll;
	assign _add = (opcode == 6'h0 && funct == 6'h20) ? 1 : 0;
	assign _sub = (opcode == 6'h0 && funct == 6'h22) ? 1 : 0;
	assign _ori = (opcode == 6'h0d) ? 1 : 0;
	assign _sw  = (opcode == 6'h2b) ? 1 : 0;
	assign _sh  = (opcode == 6'h29) ? 1 : 0;
	assign _sb  = (opcode == 6'h28) ? 1 : 0;
	assign _lw  = (opcode == 6'h23) ? 1 : 0;
	assign _lh  = (opcode == 6'h21) ? 1 : 0;
	assign _lb  = (opcode == 6'h20) ? 1 : 0;
	assign _and = (opcode == 6'h0 && funct == 6'h24) ? 1 : 0;
	assign _or  = (opcode == 6'h0 && funct == 6'h25) ? 1 : 0;
	assign _j   = (opcode == 6'h02) ? 1 : 0;
	assign _jal = (opcode == 6'h03) ? 1 : 0;
	assign _jalr= (opcode == 6'h0 && funct == 6'h09) ? 1 : 0;
	assign _jr  = (opcode == 6'h0 && funct == 6'h08) ? 1 : 0;
	assign _beq = (opcode == 6'h04) ? 1 : 0;
	assign _bne = (opcode == 6'h05) ? 1 : 0;
	assign _addi= (opcode == 6'h08) ? 1 : 0;
	assign _lui = (opcode == 6'h0f) ? 1 : 0;
	assign _sll = (opcode == 6'h0 && funct == 6'h0) ? 1 : 0;
	assign NPC_sel = (_j | _jal) 	 ? 2'b01 :
						  (_jalr | _jr) ? 2'b10 : 
						  (_beq | _bne) ? 2'b11 : 
												2'b00;
	assign ALU_sel = (_add) ? ADD :
						  (_sub) ? SUB :
						  (_ori) ? ORI :
						  (_sw)  ? SW  :
						  (_sh)  ? SH  :
						  (_sb)  ? SB  :
						  (_lw)  ? LW  :
						  (_lh)  ? LH  :
						  (_lb)  ? LB  :
						  (_and) ? AND :
						  (_or)  ? OR  :
						  (_j)   ? J   :
						  (_jal) ? JAL :
						  (_jalr)? JALR:
						  (_jr)  ? JR  :
						  (_beq) ? BEQ :
						  (_bne) ? BNE :
						  (_addi)? ADDI:
						  (_lui) ? LUI :
						  (_sll) ? SLL :
									  6'b111111;  
	assign GRF_enable = (_add | _sub | _ori | _lw | _lh | _lb | _and | _or | _jal | _jalr | _addi | _lui | _sll) ? 1 : 0;
	assign EXT_type = (_sw | _sh | _sb | _lw | _lh | _lb | _beq | _bne | _addi) ? 1 : 0;
	assign ALU_IB_sel = (_ori | _sw | _sh | _sb | _lw | _lh | _lb | _addi | _lui) ? 1 : 0;
	assign GRF_A3_sel = (_add | _sub | _and | _or | _jalr | _sll) ? 1 : 0;
	assign DM_enable = (_sw | _sh | _sb) ? 1 : 0;
	assign DM_to_GRF_sel = (_lw | _lh | _lb) ? 1 : 0;
	assign PC_plus4_to_GRF_sel = (_jal | _jalr) ? 1 : 0;
	assign reg_31_sel = (_jal) ? 1 : 0;
	assign store_type = (_sb) ? 2'b01 :
							  (_sh) ? 2'b10 : 2'b00;
	assign load_type = (_lb) ? 2'b01 :
							 (_lh) ? 2'b10 : 2'b00;
endmodule
==> flow/run.sh <==
#!/bin/bash
# OpenROAD 26Q1-2900-gdf79404cd8, Yosys 0.63+post, stock flow scripts
make -C /OpenROAD-flow-scripts/flow DESIGN_CONFIG=/design/flow/config.mk WORK_HOME=/design/flow/orfs finish
==> flow/config.mk <==
export PLATFORM = sky130hd
export DESIGN_NAME = Controller
export DESIGN_NICKNAME = Controller
export VERILOG_FILES = /design/flow/design.v
export SDC_FILE = /design/flow/constraint.sdc
export NUM_CORES = 4
export LEC_CHECK = 1
export CORE_AREA = 10 10 70 70
export DIE_AREA = 0 0 80 80
==> flow/constraint.sdc <==
current_design Controller

set clk_period 3.9
set clk_io_pct 0.2

create_clock -name clk0 -period $clk_period

set non_clock_inputs [all_inputs -no_clocks]
set_input_delay [expr $clk_period * $clk_io_pct] -clock clk0 $non_clock_inputs
set_output_delay [expr $clk_period * $clk_io_pct] -clock clk0 [all_outputs]
==> flow_summary.toml <==
# implementation run metrics
[outcome]
outcome = "finished clean"

[worst_hold_path]
startpoint_of_the_tightest_hold_check_path = "opcode[5]"
hp-class = "input port to output pin"

[layout]
fillerInstances = 394
drive_gt1_frac = 0.0985
nClkBuffers = 0
final_common_cell = "clkdlybuf4s50_1"
final-seq-area_um2 = 0
layout.cells.most_common_list = "clkdlybuf4s50_1 (32), nor2_1 (12), a21oi_1 (10), nor3_1 (8)"
postLayoutCoreUtil = 0.307
area_growth_pct = 55.5
numSequentialCells = 0

[logic_synthesis]
area_reported_by_yosys_stat_um2 = 674
synth_cells = 106
topCellsByArea = "a21oi_1 (7.4%), nor2_1 (6.7%), nor3_1 (5.9%)"
avgSynthCellArea_um2 = 6.36
netlist.top_cell.by_area = "a21oi_1"
yosys_warnings = 0
synth_seq_share = 0
synth_cell_type_count = 41
mappedNetlistArea_um2 = 674
netlist.area_leader.share = 0.0742
yosysCellCount = 106

[flow_run]
tool_warnings = 32
drv.max_cap_violation_count = 0

[floorplanning]
fp-utilization = 0.197
chipHeight_um = 80
fp.coreArea_mm2 = 0.00342
die_span_in_x_um = 80
top_ports = 32
rows = 21
design.die.area_mm2 = 0.00640

[final_timing]
slew_headroom = 0.647
setup_viols_final = 0
finalHoldViolCount = 0
timing.setup.tns_ns = 0
min_period_over_period = 0.931
timing_worst_slew_pin_value_ns = 0.522
rsz0062_at_grt = "false"
max_clock_freq_mhz = 275
timing_max_transition_violations_final = 0
final_period_minus_worst_setup_slack_ns = 3.63

[setup_path]
critPathMaxStageDelay_ns = 0.53
worst-endpoint-arrival_ns = 2.85
worstPathRequired_ns = 3.12
cpLargestDelayFamily = "buffers and inverters"
timing.critical_path.cells = "clkdlybuf4s50_1 > or3b_1 > or3_1 > a31oi_1 > or3_1 > clkdlybuf4s50_1"
setup.worst_path.end_class = "output pin"
worst_path_max_delay_cell = "clkdlybuf4s50_1"
crit_type = "input port to output pin"
critPathBufInv = 2
timing.critical_path.from_type = "input port"
cp-startpoint = "opcode[1]"
timing.critical_path.fanout_max = 6

[grt]
grt_pass1_vias = 796
total_global_routing_overflow = 0
grt_pass1_wl_um = 3720
grt_max_degree = 18
grtUsageTotal = 0.0672
number_of_antenna_violations_at_the_first_check_in_global_routing = 0

[route]
route.detailed.drc = 0
firstDrtPassIters = 4
route.vias.total = 848
dr.first_iter.drc_count = 43
route.detailed.wl_per_inst_um = 12.9
ant_nets = 0
drt-vias-per-instance = 4.76
detail_route.wirelength_um = 2300
antenna_cells_inserted = 0

[placement]
gp_congestion = 0.872
dp_hpwl_um = 1910
port-buffer-count = 32

[power]
combinationalPowerShare = 1.000
power.switching_w = 0.0000412
internal_power_w = 0.0000470
seqPwrFrac = 0
power.static_leakage_nw = 0.342
switching_share = 0.467
ir_drop_mv = 0.0438
clock_power_share = 0
pwr_density_cell_mw_per_mm2 = 84.0

[clocking]
cts_post_setup_buffers_inserted = 0
ctsResizeCount = 0
ctsHoldBuffers = 0
## layer usage
layer  share of wire  up-vias  wire length (um)  global-route usage
met4          0.0061        0                14             0.00528
met3           0.049        2               112             0.00909
met5               0        -                 0                   0
met2            0.49       28              1120               0.116
met1            0.46      376              1060              0.0897
li1                -      442                 -                   -
## worst min-delay path: cells and delay by family
family                 cells  cell delay, ns
and+or+nand+nor            2            0.18
buffers and inverters      2            0.88
## final cells by class
cell class	instances	area, um^2	share of cell area
inverters	2	7.51	0.00716
multi-input cells	91	598	0.570
repair buffers	39	385	0.368
well taps	46	57.6	0.0549
## synthesized netlist by cell type, drive strengths merged, types with 2 or more instances
| library cell | instances |
|---|---|
| nor3 | 9 |
| a211oi | 3 |
| buf | 9 |
| inv | 2 |
| nand2b | 6 |
| o22ai | 2 |
| nor2 | 12 |
| nor2b | 6 |
| or3 | 4 |
| nor4 | 2 |
| o21ai | 3 |
| nor4b | 2 |
| nand2 | 4 |
| or4 | 3 |
| xnor2 | 2 |
| clkbuf | 4 |
| nand3 | 6 |
| a21oi | 10 |
| a31oi | 2 |
## kinds of logic (layout without fill, tap and decap cells)
group                  after synthesis  in the layout  share of synthesized area
XOR/XNOR                             3              3                     0.0390
buffers and inverters               15             41                      0.113
AND-OR/OR-AND                       27             27                      0.291
AND/OR/NAND/NOR                     60             60                      0.542
multiplexers                         1              1                     0.0148
## power by group through the flow
stage         Sequential, W  Combinational (W)  Clock, W
CTS                       0          0.0000889         0
global route              0          0.0000968         0
finish                    0          0.0000881         0
## through the flow
step	total power, W	instances	hold slack [ns]	setup WS (ns)	cell area (um^2)
after global placement	0.0000878	178	2.62	0.254	1050
final	0.0000881	178	2.62	0.269	1050
after CTS	0.0000889	178	2.64	0.243	1050
after floorplan	0.0000465	106	1.66	1.33	674
after global routing	0.0000968	178	2.68	0.159	1050
after detailed placement	0.0000885	178	2.63	0.248	1050
## final timing paths
check | to | slack, ns | depth (start not counted)
max | GRF_enable | 0.27 | 6
min | reg_31_sel | 2.62 | 4
Power is estimated from default activity; no workload was simulated.
